==> ./design.v <==
module Reg_EXMEM (
    rst_i,
    clk_i,
    regwrite_i,
    memtoreg_i,
    memread_i,
    memwrite_i,
    alu_result_i,
    rs2_data_i,
    rd_addr_i,
    regwrite_o,
    memtoreg_o,
    memread_o,
    memwrite_o,
    alu_result_o,
    rs2_data_o,
    rd_addr_o
);
input rst_i;
input clk_i;
input regwrite_i;
input memtoreg_i;
input memread_i;
input memwrite_i;
input [31:0] alu_result_i;
input [31:0] rs2_data_i;
input [4:0] rd_addr_i;
output reg regwrite_o;
output reg memtoreg_o;
output reg memread_o;
output reg memwrite_o;
output reg [31:0] alu_result_o;
output reg [31:0] rs2_data_o;
output reg [4:0] rd_addr_o;
always @(posedge clk_i or negedge rst_i)
    if (~rst_i) begin
        regwrite_o <= 1'b0;
        memtoreg_o <= 1'b0;
        memread_o <= 1'b0;
        memwrite_o <= 1'b0;
        alu_result_o <= 32'b0;
        rs2_data_o <= 32'b0;
        rd_addr_o <= 5'b0;
    end 
    else begin
        regwrite_o <= regwrite_i;
        memtoreg_o <= memtoreg_i;
        memread_o <= memread_i;
        memwrite_o <= memwrite_i;
        alu_result_o <= alu_result_i;
        rs2_data_o <= rs2_data_i;
        rd_addr_o <= rd_addr_i;
    end
endmodule
==> ./run.sh <==
#!/bin/bash
# OpenROAD 26Q1-2900-gdf79404cd8, Yosys 0.63+post, stock flow scripts
make -C /OpenROAD-flow-scripts/flow DESIGN_CONFIG=/design/flow/config.mk WORK_HOME=/design/flow/orfs finish
==> ./config.mk <==
export PLATFORM = sky130hd
export DESIGN_NAME = Reg_EXMEM
export DESIGN_NICKNAME = Reg_EXMEM
export VERILOG_FILES = /design/flow/design.v
export SDC_FILE = /design/flow/constraint.sdc
export NUM_CORES = 4
export LEC_CHECK = 1
export CORE_UTILIZATION = 40
==> ./constraint.sdc <==
current_design Reg_EXMEM

set clk_period 1.0
set clk_io_pct 0.2

create_clock -name clk0 -period $clk_period [get_ports {clk_i}]

set non_clock_inputs [all_inputs -no_clocks]
set_input_delay [expr $clk_period * $clk_io_pct] -clock clk0 $non_clock_inputs
set_output_delay [expr $clk_period * $clk_io_pct] -clock clk0 [all_outputs]
==> Changelog: implementation <==
## Flow update

* Share of layout cells above drive strength 1 at 36.9%
* Commonest non-fill, non-tap cells in the layout: buf_2, dfrtp_1, clkdlybuf4s50_1
* H-tree Lvls at 3
* Row count at 24
* Drt initial violations at 20
* Yosys chip area at 1830 µm²
* Final Hold Fails at 73
* Delay of the slowest cell on the worst path at 0.39 ns
* Io pins at 148
* Worst-margin pin slew at 0.356 ns
* Final cell count without fillers at 285
* Slowest cell on crit path: dfrtp_1
* Cell count after synthesis at 73
* CTS tree: yes
* Final setup viols at 11
* Dpl ws at -0.00859 ns
* Setup TNS at -0.142 ns
* Num CTS Buffers at 9
* Top cells by area: dfrtp_1
* Ys cells at 73
* Adder-Cell Fraction of Synth Area at 0%
* Top cell type's share of synthesized area at 100%
* Yosys cell types at 1
* Slew Limit Fails at 0
* DIE HEIGHT at 69.6 µm
* Area grow syn2layout at 72.5%
* Synth mux share at 0%
* # diodes at 0
* Yosys xor share at 0%
* Worst-path clk slew at 0.06 ns
* Worst Hold Margin at -0.105 ns
* Final instance area at 3150 µm²
* CP Class: flip-flop to output pin
* Drt first pass iters at 2
* OpenROAD warning count at 30
* Max_cap viols at 0
* CP Data Arrival Time at 0.85 ns
* Synth flops at 73
* Routability Congestion at 0.713
* Min-Delay Path Class: primary input to async pin
* Cell area power density at 1690 nW/µm²
* Status: finished with violations
* Critical Path, Cell by Cell: buf_2
* Synthesized area at 1830 µm²
* CORE AREA at 4380 µm²
* Clock Tree Buf Depth at 2
* Endpoint class of the critical path: output pin
* Chip width at 69.6 µm
* Total stage count of the critical path at 1
* Failing checks: negative hold slack, negative setup slack
* Max-slew headroom at 76.3%
* Gate Area at 0 µm²
* Crit Path Max Fanout at 1
* Clock Sink Count at 73
* DR vias at 1230
* Crit path max-delay family: flip-flops
* Placed cell areas at 3380 µm²
* Period minus WS final at 1.05 ns
* Placed cells at 273
* Synth Warn # at 1
* Avg Synthesized Cell Area at 25.0 µm²
* Simple-Gate Area Share at 0%
* Via density at 4.32
* Setup ws final at -0.0495 ns
* Full die area at 4840 µm²
* Crit path DRT at 0.80 ns
* Complex Gates by Area at 0%
* Buf/Inv on CP at 1
* Largest net degree at the start of global routing at 74
* CTS Root Cell: clkbuf_8
* Max IR drop VDD at 1.15 mV
* Initial antenna violation count at 0
* Number of logic gates at 0
* Routed WL per cell at 16.2 µm
* First-pass GRT wire length at 7220 µm
* IO buf count at 147
* Total Wirelength at 4620 µm
* Pre-Place Util at 41.7%
* DRC violations left at 0
* Most frequent logic cell in the layout: buf_2
* Post-synth seq share at 100%
* Peak Freq at 953 MHz
* Routed Antenna Nets at 0
* Worst setup SP type: flip-flop
* Grt total ovfl at 0
* GRT Util Overall at 21.7%
* Largest area contributor in the netlist: dfrtp_1
* Number of global-route vias before repair at 1392
* RSZ-0062 raised after global routing: yes
* Final Cycle Share at 105%
* Leak at 1.51 nW
==> synthesized netlist by cell type <==
| library cell | n |
|---|---|
| dfrtp_1 | 73 |
==> layout make-up <==
| type | instances | area (µm²) |
|---|---|---|
| fill | 311 | 1230 |
| clock inverter | 2 | 10.0 |
| tap | 52 | 65.1 |
| clock buffer | 10 | 128 |
| sequential | 73 | 1830 |
| timing repair buffer | 148 | 1120 |
==> repair_timing <==
item,4_1_cts,5_1_grt
endpoints found under the hold margin,73,73
buffers inserted,0,0
setup endpoints to repair,73,73
resized,223,0
pin swaps,0,0
==> sequential cells by signal, indices dropped and copies added (netlist names) <==
register	flops
alu_result_o	32
rs2_data_o	32
rd_addr_o	5
memread_o	1
memtoreg_o	1
memwrite_o	1
regwrite_o	1
==> where the power goes <==
| group | internal, mW | switching, mW |
|---|---|---|
| clock | 0.835 | 0.869 |
| combinational | 0.349 | 0.117 |
| sequential | 3.10 | 0.0373 |
| total | 4.29 | 1.02 |
==> how the worst max path moves through the flow <==
stage,start,endpoint,slack (ns)
final,alu_result_o[3],alu_result_o[3],-0.05
after global routing,alu_result_o[3],alu_result_o[3],-0.09
after CTS,alu_result_o[3],alu_result_o[3],-0.06
==> through the flow <==
stage	total power, mW	util [%]
3_3_place_gp	3.80	77.1
4_1_cts	5.39	71.9
6_report	5.31	71.9
5_1_grt	5.57	71.9
2_1_floorplan	3.15	-
3_5_place_dp	3.81	77.1
==> per-layer routing <==
metal | share of wire (%) | up-vias | track usage (%)
li1 | - | 537 | -
met1 | 33 | 589 | 28.4
met2 | 50 | 98 | 33.8
met3 | 15 | 6 | 13.0
met4 | 1.7 | 0 | 3.17
met5 | 0 | - | 0
==> logic make-up (layout without fill, tap and decap cells) <==
logic type	Yosys count	count (layout)
buf+inv	0	160
flops	73	73
Power figures rest on the tool's default switching activity, not on a simulated workload.
