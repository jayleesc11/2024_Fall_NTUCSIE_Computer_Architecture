## design/flow/config.mk

```make
export PLATFORM = sky130hd
export DESIGN_NAME = Reg_IDEX
export DESIGN_NICKNAME = Reg_IDEX
export VERILOG_FILES = /design/flow/design.v
export SDC_FILE = /design/flow/constraint.sdc
export NUM_CORES = 4
export LEC_CHECK = 1
export CORE_AREA = 10 10 149 149
export DIE_AREA = 0 0 159 159
```

## design/flow/constraint.sdc

```tcl
current_design Reg_IDEX

set clk_period 1.0
set clk_io_pct 0.2

create_clock -name clk0 -period $clk_period [get_ports {clk_i}]

set non_clock_inputs [all_inputs -no_clocks]
set_input_delay [expr $clk_period * $clk_io_pct] -clock clk0 $non_clock_inputs
set_output_delay [expr $clk_period * $clk_io_pct] -clock clk0 [all_outputs]
```

## design/flow/design.v

```verilog
module Reg_IDEX (
    rst_i,
    clk_i,
    regwrite_i,
    memtoreg_i,
    memread_i,
    memwrite_i,
    aluop_i,
    alusrc_i,
    rs1_data_i,
    rs2_data_i,
    immext_i,
    funct7_i,
    funct3_i,
    rs1_addr_i,
    rs2_addr_i,
    rd_addr_i,
    regwrite_o,
    memtoreg_o,
    memread_o,
    memwrite_o,
    aluop_o,
    alusrc_o,
    rs1_data_o,
    rs2_data_o,
    immext_o,
    funct7_o,
    funct3_o,
    rs1_addr_o,
    rs2_addr_o,
    rd_addr_o
);
input rst_i;
input clk_i;
input regwrite_i;
input memtoreg_i;
input memread_i;
input memwrite_i;
input [1:0] aluop_i;
input alusrc_i;
input [31:0] rs1_data_i;
input [31:0] rs2_data_i;
input [31:0] immext_i;
input [6:0] funct7_i;
input [2:0] funct3_i;
input [4:0] rs1_addr_i;
input [4:0] rs2_addr_i;
input [4:0] rd_addr_i;
output reg regwrite_o;
output reg memtoreg_o;
output reg memread_o;
output reg memwrite_o;
output reg [1:0] aluop_o;
output reg alusrc_o;
output reg [31:0] rs1_data_o;
output reg [31:0] rs2_data_o;
output reg [31:0] immext_o;
output reg [6:0] funct7_o;
output reg [2:0] funct3_o;
output reg [4:0] rs1_addr_o;
output reg [4:0] rs2_addr_o;
output reg [4:0] rd_addr_o;
always @(posedge clk_i or negedge rst_i)
    if (~rst_i) begin
        regwrite_o <= 1'b0;
        memtoreg_o <= 1'b0;
        memread_o <= 1'b0;
        memwrite_o <= 1'b0;
        aluop_o <= 2'b00;
        alusrc_o <= 1'b0;
        rs1_data_o <= 32'b0;
        rs2_data_o <= 32'b0;
        immext_o <= 32'b0;
        funct7_o <= 7'b0;
        funct3_o <= 3'b0;
        rs1_addr_o <= 5'b0;
        rs2_addr_o <= 5'b0;
        rd_addr_o <= 5'b0;
    end else begin
        regwrite_o <= regwrite_i;
        memtoreg_o <= memtoreg_i;
        memread_o <= memread_i;
        memwrite_o <= memwrite_i;
        aluop_o <= aluop_i;
        alusrc_o <= alusrc_i;
        rs1_data_o <= rs1_data_i;
        rs2_data_o <= rs2_data_i;
        immext_o <= immext_i;
        funct7_o <= funct7_i;
        funct3_o <= funct3_i;
        rs1_addr_o <= rs1_addr_i;
        rs2_addr_o <= rs2_addr_i;
        rd_addr_o <= rd_addr_i;
    end
endmodule
```

## design/flow/run.sh

```bash
#!/bin/bash
# OpenROAD 26Q1-2900-gdf79404cd8, Yosys 0.63+post, stock flow scripts
make -C /OpenROAD-flow-scripts/flow DESIGN_CONFIG=/design/flow/config.mk WORK_HOME=/design/flow/orfs finish
```

==> impl_metrics.yaml <==
# physical design summary
die:
  rows: 50
  die_w_um: 159
  fp.dieH_um: 159
  dieArea_um2: 25300
  ios: 258
  fp-utilization_pct: 17.0
  core_area_um2: 18800
critical_path:
  cp_top_family: "flip-flops"
  cp_cell_sequence: "buf_2"
  critPathMaxStageDelay_ns: 0.36
  worstPathArrival_ns: 0.89
  cp.depth: 1
  crit_type: "flip-flop to output pin"
  required_ns: 0.80
  critPathSlowestCell: "dfrtp_1"
  start_kind: "flip-flop"
  endpoint_kind: "output pin"
  cp_max_fo: 1
  critPathBufInv: 1
clock_network:
  path_clk_slew_ns: 0.06
  h-tree-depth: 4
  cts_tree: "yes"
  cts.sinks: 128
  clockBufferDepth: 2
  cts_setup_buffers: 0
  cts_root_buf: "clkbuf_16"
  numCtsBuffers: 17
route:
  via_per_inst: 3.20
  wl_met1_um: 4390
  ant_nets: 0
  first_pass_iters: 4
  wl_met3_um: 1440
  num_vias: 2181
  drc: 0
  route.met2.wl_um: 5740
  top_layer_used: "met4"
  antennaDiodeCount: 0
  wirelength_um: 11800
  wl_per_cell_um: 17.3
  drt_iter0_markers: 66
synth:
  ys_cells: 128
  synth_top_cell_by_area: "dfrtp_1"
  ys_top_cells_by_area: "dfrtp_1 (100%)"
  flop_cell: "dfrtp_1"
  ys_async_sr_fraction_pct: 100
  avgSynthCellArea_um2: 25.0
  synth_seq_share_pct: 100
  yosys_warnings: 1
  yosysUniqueCellTypes: 1
  netlist_area_um2: 3200
  syn_inst: 128
  synth_top_area_share_pct: 100
  synth-edff-count: 0
  top_cells_by_count: "dfrtp_1 (128)"
  ys.flops: 128
  yosysMostFrequentCell: "dfrtp_1"
  ys_chip_area_um2: 3200
power:
  leakagePower_uw: 0.00287
  ir_drop_mv: 1.08
  powerDensity_nw_per_um2: 2060
layout:
  drive_gt1_share_pct: 39.1
  mi_logic_area_um2: 0
  fin_util_pct: 32.9
  area_growth_pct: 93.6
  comb_cells: 0
final_timing:
  fin_ws_ns: -0.0935
  setup_viol: 128
  whs_ns: 0.227
  hold_viol: 0
  tightest_slew_ns: 0.321
  fmax_mhz: 914
  finalMaxSlewViolations: 0
  rsz0062_at_grt: "yes"
  fin_crit_ns: 1.09
  maxSlewHeadroom_pct: 78.5
  finalCritPeriodShare_pct: 109
run_status:
  status: "finished, violations left"
  failed_checks: "negative setup slack"
hold_path:
  min-delay-start: "immext_i[24]"
  whs_endpoint: "immext_o[24]"
  hp-class: "input pin to flip-flop"
  hold_depth: 1
grt:
  gr-total-overflow: 0
  grt_pass1_wl_um: 17200
  antenna_found_initial: 0
  grt_pass1_vias: 2458
  grtUsageTotal_pct: 9.18
  grt_max_degree: 38
placement:
  pre_cts_slack_ns: -0.0727
  hpwl_um: 9500
  port_buffers: 257
  gp_congestion: 0.756
job:
  tool_warnings: 27
  drv_cap: 0
[placed cells by master, fill, tap and decap left out]
cell	n
buf_4	3
buf_6	2
clkinv_2	2
buf_2	127
clkbuf_8	7
dfrtp_1	128
clkbuf_16	17
buf_12	4
bufinv_16	3
dlygate4sd3_1	1
clkdlybuf4s50_1	128
[kinds of logic (layout without fill, tap and decap cells)]
| group | Yosys count | after routing | share of synthesized area, % |
|---|---|---|---|
| flops | 128 | 128 | 100 |
| buf+inv | 0 | 294 | 0 |
[sequential cells by signal, indices dropped and copies added, names as in the netlist]
| register | cells |
|---|---|
| memread_o | 1 |
| aluop_o | 2 |
| funct7_o | 7 |
| rs1_addr_o | 5 |
| memwrite_o | 1 |
| rd_addr_o | 5 |
| regwrite_o | 1 |
| rs1_data_o | 32 |
| funct3_o | 3 |
| rs2_data_o | 32 |
| alusrc_o | 1 |
| immext_o | 32 |
| rs2_addr_o | 5 |
| memtoreg_o | 1 |
[power breakdown]
part	switching, uW	internal [uW]	total, uW
logic	253	646	899
clock network	2050	4330	6390
registers	56.9	5450	5500
[per-stage QoR]
stage	TNS, ns	cell area (um2)	power, uW	instances
after floorplan	0	3200	5530	128
after global placement	-0.198	6160	6760	650
after CTS	-12.58	6180	13000	681
after detailed placement	-0.214	6160	6770	650
final	-8.74	6200	12800	682
after global routing	-15.11	6200	13300	682
[how the worst max path moves through the flow]
stage                  start              to  slack [ns]
CTS           rs2_data_o[13]  rs2_data_o[13]       -0.13
global route  rs1_data_o[13]  rs1_data_o[13]       -0.15
finish         rs1_data_o[7]   rs1_data_o[7]       -0.09
[per-layer routing]
layer | vias to the layer above | track usage (%)
li1 | 965 | -
met2 | 154 | 14.6
met5 | - | 0
met1 | 1051 | 10.5
met4 | 0 | 1.47
met3 | 11 | 5.80
[area by class of cell]
type,count,area [um2]
Clock buffer,24,522
Tap cell,260,325
Fill cell,1850,12600
Timing Repair Buffer,265,2050
Sequential cell,128,3200
Clock inverter,5,100
[timing repair]
| action | CTS | global route |
|---|---|---|
| gates resized | 410 | 1 |
| hold buffers | 2 | 2 |
| endpoints found under the hold margin | 94 | 49 |
| endpoints found under the setup margin | 128 | 165 |
Power and IR drop assume default switching activity.
